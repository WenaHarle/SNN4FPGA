## /design/flow/run.sh

```bash
#!/bin/bash
# OpenROAD 26Q1-2900-gdf79404cd8, Yosys 0.63+post, stock flow scripts
make -C /OpenROAD-flow-scripts/flow DESIGN_CONFIG=/design/flow/config.mk WORK_HOME=/design/flow/orfs finish
```

## /design/flow/config.mk

```make
export PLATFORM = sky130hd
export DESIGN_NAME = snn_ecg_net_parallel
export DESIGN_NICKNAME = snn_ecg_net_parallel
export VERILOG_FILES = /design/flow/design.v
export SDC_FILE = /design/flow/constraint.sdc
export NUM_CORES = 4
export LEC_CHECK = 1
export CORE_UTILIZATION = 30
export SYNTH_HDL_FRONTEND = slang
export SYNTH_MEMORY_MAX_BITS = 65536
```

## /design/flow/constraint.sdc

```tcl
current_design snn_ecg_net_parallel

set clk_period 9.1
set clk_io_pct 0.2

create_clock -name clk0 -period $clk_period [get_ports {clk}]

set non_clock_inputs [all_inputs -no_clocks]
set_input_delay [expr $clk_period * $clk_io_pct] -clock clk0 $non_clock_inputs
set_output_delay [expr $clk_period * $clk_io_pct] -clock clk0 [all_outputs]
```

## /design/flow/design.v

```verilog
`timescale 1ns/1ps
module lif_layer_engine_parallel #(
  parameter integer N_IN  = 30,
  parameter integer N_OUT = 30,
  parameter         WEIGHT_FILE = "fc1_w_q44_int8.mem",
  parameter integer THR_Q44     = 14,
  parameter integer DECAY_SHIFT = 4
)(
  input  wire               clk,
  input  wire               rst_n,
  input  wire               start,
  input  wire [N_IN-1:0]    spikes_in_bits,
  output reg                done,
  output reg  [N_OUT-1:0]   spikes_out_bits
);
  (* rom_style = "block" *) reg signed [7:0] wmem [0:N_IN*N_OUT-1];
  initial begin
    $readmemh(WEIGHT_FILE, wmem);
  end
  reg signed [23:0] mem [0:N_OUT-1];
  reg signed [23:0] acc_vec [0:N_OUT-1];
  integer i, j;
  always @* begin
    for (i=0; i<N_OUT; i=i+1) begin
      acc_vec[i] = 24'sd0;
      for (j=0; j<N_IN; j=j+1) begin
        if (spikes_in_bits[j]) begin
          acc_vec[i] = acc_vec[i] + {{16{wmem[i*N_IN+j][7]}}, wmem[i*N_IN+j]};
        end
      end
    end
  end
  reg start_d;
  integer k;
  always @(posedge clk or negedge rst_n) begin
    if(!rst_n) begin
      done <= 1'b0;
      start_d <= 1'b0;
      spikes_out_bits <= {N_OUT{1'b0}};
      for(k=0; k<N_OUT; k=k+1) mem[k] <= 24'sd0;
    end else begin
      done <= 1'b0;
      start_d <= start;
      if(start) begin
        for(k=0; k<N_OUT; k=k+1) begin
          if( (mem[k] - (mem[k] >>> DECAY_SHIFT) + acc_vec[k]) >= THR_Q44 ) begin
            spikes_out_bits[k] <= 1'b1;
            mem[k] <= (mem[k] - (mem[k] >>> DECAY_SHIFT) + acc_vec[k]) - THR_Q44;
          end else begin
            spikes_out_bits[k] <= 1'b0;
            mem[k] <= (mem[k] - (mem[k] >>> DECAY_SHIFT) + acc_vec[k]);
          end
        end
      end
      if(start_d) done <= 1'b1;
    end
  end
endmodule
`timescale 1ns/1ps
module snn_ecg_net_parallel #(
  parameter integer N_IN = 30
)(
  input  wire            clk,
  input  wire            rst_n,
  input  wire            start,
  input  wire [N_IN-1:0] spikes_in_bits,
  output reg             done,
  output wire [4:0]      spikes_out_bits
);
  reg start_l1, start_l2, start_l3;
  wire l1_done, l2_done, l3_done;
  wire [29:0] spk1_bits;
  wire [29:0] spk2_bits;
  wire [4:0]  spk3_bits;
  assign spikes_out_bits = spk3_bits;
  lif_layer_engine_parallel #(
    .N_IN(30), .N_OUT(30),
    .WEIGHT_FILE("fc1_w_q44_int8.mem"),
    .THR_Q44(14),
    .DECAY_SHIFT(4)
  ) layer1 (
    .clk(clk), .rst_n(rst_n),
    .start(start_l1),
    .spikes_in_bits(spikes_in_bits),
    .done(l1_done),
    .spikes_out_bits(spk1_bits)
  );
  lif_layer_engine_parallel #(
    .N_IN(30), .N_OUT(30),
    .WEIGHT_FILE("fc2_w_q44_int8.mem"),
    .THR_Q44(14),
    .DECAY_SHIFT(4)
  ) layer2 (
    .clk(clk), .rst_n(rst_n),
    .start(start_l2),
    .spikes_in_bits(spk1_bits),
    .done(l2_done),
    .spikes_out_bits(spk2_bits)
  );
  lif_layer_engine_parallel #(
    .N_IN(30), .N_OUT(5),
    .WEIGHT_FILE("fc3_w_q44_int8.mem"),
    .THR_Q44(14),
    .DECAY_SHIFT(4)
  ) layer3 (
    .clk(clk), .rst_n(rst_n),
    .start(start_l3),
    .spikes_in_bits(spk2_bits),
    .done(l3_done),
    .spikes_out_bits(spk3_bits)
  );
  localparam T_IDLE=2'd0, T_L1=2'd1, T_L2=2'd2, T_L3=2'd3;
  reg [1:0] tst;
  reg start_latched;
  always @(posedge clk or negedge rst_n) begin
    if(!rst_n) begin
      tst <= T_IDLE;
      done <= 1'b0;
      start_l1 <= 1'b0;
      start_l2 <= 1'b0;
      start_l3 <= 1'b0;
      start_latched <= 1'b0;
    end else begin
      done <= 1'b0;
      start_l1 <= 1'b0;
      start_l2 <= 1'b0;
      start_l3 <= 1'b0;
      if(tst == T_IDLE) start_latched <= 1'b0;
      if(start) start_latched <= 1'b1;
      case(tst)
        T_IDLE: begin
          if(start_latched) begin
            start_l1 <= 1'b1;    
            tst <= T_L1;
          end
        end
        T_L1: begin
          if(l1_done) begin
            start_l2 <= 1'b1;    
            tst <= T_L2;
          end
        end
        T_L2: begin
          if(l2_done) begin
            start_l3 <= 1'b1;    
            tst <= T_L3;
          end
        end
        T_L3: begin
          if(l3_done) begin
            done <= 1'b1;
            tst <= T_IDLE;
          end
        end
      endcase
    end
  end
endmodule
```

==> impl_metrics.env <==
# yosys + openroad results
export IMPL_status="complete, no violations"
export IMPL_chipArea_um2=51900
export IMPL_yosys_cells=1977
export IMPL_cts_buffers=17
export IMPL_p_leak_nw=7.68
export IMPL_cts_tree="done"
export IMPL_critical_path_max_stage_delay_ns=0.62
export IMPL_row_count=82
export IMPL_dp_hpwl_um=29700
export IMPL_io_buffers=8
export IMPL_clk_latency_ns=0.44
export IMPL_grt_usage_pct=15.2
export IMPL_start_kind="flip-flop"
export IMPL_clk_pin_slew_ns=0.06
export IMPL_grt_pass1_wl_um=65800
export IMPL_placed_cells=2575
export IMPL_critPathSlowestCell="o21ai_1"
export IMPL_cts_hold_buf=0
export IMPL_drive_gt1_share_pct=5.12
export IMPL_synthTopCellsByArea="dfrtp_1, ha_1, a21oi_1"
export IMPL_cp_arrival_ns=4.87
export IMPL_async_flop_share_pct=100
export IMPL_globalplace_congestion=0.925
export IMPL_maxCapViolCount=0
export IMPL_yosysTopAreaCellShare_pct=22.7
export IMPL_maxSlewViolCount=0
export IMPL_synthCells=1977
export IMPL_fp_util_pct=30.4
export IMPL_syn_area_um2=15300
export IMPL_power_density_nw_per_um2=82.9
export IMPL_setup_tns_ns=0
export IMPL_via_count=14200
export IMPL_log_warning_count=57
export IMPL_cts_buffer_depth=2
export IMPL_die_h_um=228
export IMPL_firstDrtPassIters=5
export IMPL_grt_pass1_vias=13000
export IMPL_synth_top_cell_by_area="dfrtp_1"
export IMPL_cp_max_fo=12
export IMPL_yosys_area_um2=15300
export IMPL_nFillCells=5180
export IMPL_hold_class="flip-flop to flip-flop"
export IMPL_ys_seq_share_pct=22.9
export IMPL_criticalPathCategory="flip-flop to flip-flop"
export IMPL_cts_max_level=4
export IMPL_cts_resized=0
export IMPL_final_antenna_net_count=0
export IMPL_yosys_warnings=0
export IMPL_synth_top_flop_cell="dfrtp_1"
export IMPL_antenna_found_initial=0
export IMPL_yosysUniqueCellTypes=101
export IMPL_edf_count=0
export IMPL_drc=0
export IMPL_maxSlewHeadroom_pct=26.1
export IMPL_dr_first_iter_drc_count=936
export IMPL_vias_per_cell=5.46
export IMPL_postCtsSetupBuffers=0
export IMPL_fin_skew_ns=0.0110
export IMPL_area_growth_pct=8.17
export IMPL_report_final_hold_viol_count=0
export IMPL_cp_end_kind="flip-flop"
export IMPL_whs_ns=0.343
export IMPL_synth_area_per_cell_um2=7.74
export IMPL_fin_cells=2607
export IMPL_grt_overflow=0
export IMPL_synth_seq_cells=140
export IMPL_grt_start_max_net_pins=150
export IMPL_finalCritPeriodShare_pct=50.4
export IMPL_fmax_mhz=218
export IMPL_path_cells="ha_1 -> fa_1 -> nor2b_1 -> o2111ai_1 -> a211oi_1 -> o211ai_1 -> and3_1 -> nor4_1 -> nand4_1 -> o21ai_1 -> mux2i_1 -> a21oi_1"
export IMPL_worstMarginPinSlew_ns=1.08
export IMPL_io_pins=39
export IMPL_period_needed_ns=4.58
export IMPL_required_ns=9.39
export IMPL_drt_total_wl_um=39100
export IMPL_vdd_drop_max_mv=0.123
export IMPL_wl_per_cell_um=15.0
export IMPL_root_buffer="clkbuf_16"
export IMPL_coreArea_um2=50300
export IMPL_rsz0062_at_grt="false"
export IMPL_setup_viol=0
export IMPL_antenna_cells=0
export IMPL_dieWidth_um=228
export IMPL_numClockSinks=140
-- cell families (layout without fill, tap and decap cells) --
| group | after synthesis | in the layout | synth area share (%) |
|---|---|---|---|
| and+or+nand+nor | 690 | 690 | 23.2 |
| xor gates and xnor gates | 111 | 111 | 6.35 |
| adders and majority gates | 125 | 125 | 10.5 |
| muxes | 32 | 32 | 2.19 |
| DFF | 140 | 140 | 22.9 |
| buffers and inverters | 229 | 187 | 5.85 |
| AOI/OAI and AO/OA | 650 | 650 | 29.1 |
-- cell type report --
type | count | area (um2) | area share (%)
Clock inverter | 13 | 161 | 0.975
Sequential cell | 140 | 3510 | 21.2
Timing Repair Buffer | 17 | 161 | 0.975
Multi-Input combinational cell | 1608 | 10900 | 65.9
Clock buffer | 19 | 453 | 2.74
Tap cell | 672 | 841 | 5.08
Inverter | 138 | 518 | 3.13
-- power breakdown --
part | internal [mW] | leakage [nW] | switching [mW] | total [mW]
Sequential | 0.622 | 1.95 | 0.0000000000000000124 | 0.622
Combinational | 0.00135 | 5.43 | 0.0128 | 0.0141
Clock | 0.447 | 0.304 | 0.289 | 0.736
-- cell usage after synthesis (all sizes together), types with 7 or more instances --
library cell,number
nor2,190
nand3,44
nand3b,9
inv,138
and2,49
nand2,140
mux2,9
or3,38
and4,14
a21o,54
nand4,33
o21bai,7
a31oi,44
or4,11
nand2b,17
ha,120
o22ai,10
buf,21
nor4,17
a21oi,170
nor2b,19
clkbuf,70
and3,29
nor3,40
o2111ai,17
o2111a,10
o21a,31
o31ai,9
mux2i,23
a21boi,9
a211o,14
or2,14
o211ai,32
dfrtp,139
xnor2,66
a311oi,7
o211a,9
o21ai,106
xor2,45
a2111oi,18
a211oi,34
-- layout by cell type, fill, tap and decap left out, types with 15 or more instances in the layout --
master,synthesis,layout
o2111ai_1,15,15
nand4_1,33,33
a21o_1,54,54
and3_1,29,29
and2_1,48,48
a211oi_1,33,33
nor2b_1,19,19
a31oi_1,43,43
nand2b_1,17,17
o21ai_0,102,102
a21oi_1,168,168
nor3_1,40,40
xnor2_1,66,66
o211ai_1,32,32
mux2i_1,23,23
or3_1,37,37
xor2_1,45,45
inv_1,138,137
nor4_1,16,16
nand3_1,44,44
nand2_1,140,140
ha_1,120,120
clkbuf_16,0,17
o21a_1,30,30
nor2_1,190,190
dfrtp_1,139,138
-- registers in the layout, indices dropped and copies added (netlist names) --
register,count
layer3.spikes_out_bits,5
start_l3,1
start_latched,1
done,1
start_l1,1
layer3.start_d,1
layer1.done,1
tst,4
layer3.mem,120
layer2.done,1
layer2.start_d,1
layer3.done,1
layer1.start_d,1
start_l2,1
-- layer usage --
layer / vias up / part of all wire (%) / wire length (um) / global-route usage [%]
met5: - / 0 / 0 / 0
met4: 0 / 1.2 / 459 / 1.75
met3: 32 / 3.2 / 1260 / 1.67
met2: 268 / 45 / 17500 / 23.8
met1: 6668 / 51 / 19900 / 23.5
li1: 7256 / - / - / -
-- worst max-delay path: cells and delay by family (launching register included) --
kind	cells	cell delay, ns
AND-OR/OR-AND	5	1.58
flip-flops	1	0.42
AND/OR/NAND/NOR	4	1.48
adder cells (fa/ha/maj)	2	0.70
multiplexers	1	0.26
-- metrics by stage --
step,area [um2],setup WS [ns],utilization (%),total power [mW]
final,16500,4.52,32.9,1.37
after global routing,16500,4.22,32.9,1.42
after CTS,16500,4.56,32.9,1.40
after detailed placement,15900,4.57,31.7,0.650
after global placement,15900,4.58,31.7,0.649
after floorplan,15300,5.27,-,0.634
-- path summary, 6_finish.rpt --
check,from,endpoint,slack [ns],depth (start not counted)
worst max-delay path,layer3.mem[28]$_DFFE_PN0P_,layer3.mem[26]$_DFFE_PN0P_,4.52,12
min in group asynchronous,rst_n,layer3.mem[116]$_DFFE_PN0P_,1.39,1
worst min register to register,layer2.start_d$_DFF_PN0_,layer2.done$_DFF_PN0_,0.34,0
worst min-delay path,layer2.start_d$_DFF_PN0_,layer2.done$_DFF_PN0_,0.34,0
worst max register to register,layer3.mem[28]$_DFFE_PN0P_,layer3.mem[26]$_DFFE_PN0P_,4.52,12
max in group asynchronous,rst_n,layer3.mem[2]$_DFFE_PN0P_,6.23,3
Power figures rest on the tool's default switching activity, not on a simulated workload.
