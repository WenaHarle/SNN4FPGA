**design/flow/config.mk**
```make
export PLATFORM = sky130hd
export DESIGN_NAME = snn_ecg_net_mod
export DESIGN_NICKNAME = snn_ecg_net_mod
export VERILOG_FILES = /design/flow/design.v
export SDC_FILE = /design/flow/constraint.sdc
export NUM_CORES = 4
export LEC_CHECK = 1
export CORE_UTILIZATION = 50
export SYNTH_HDL_FRONTEND = slang
export SYNTH_MEMORY_MAX_BITS = 65536
```
**design/flow/constraint.sdc**
```tcl
current_design snn_ecg_net_mod

set clk_period 21.3
set clk_io_pct 0.2

create_clock -name clk0 -period $clk_period [get_ports {clk}]

set non_clock_inputs [all_inputs -no_clocks]
set_input_delay [expr $clk_period * $clk_io_pct] -clock clk0 $non_clock_inputs
set_output_delay [expr $clk_period * $clk_io_pct] -clock clk0 [all_outputs]
```
**design/flow/design.v**
```verilog
`timescale 1ns/1ps
module lif_cnt #(
  parameter integer N_OUT = 30,
  parameter integer N_IN  = 30
)(
  input  wire       clk,
  input  wire       rst_n,
  input  wire       clr_all,
  input  wire       acc_init,
  input  wire       acc_step,
  input  wire       next_out,
  output wire [5:0] outi,
  output wire [5:0] ini,
  output wire       ini_last,
  output wire       out_last
);
  reg [5:0] outi_ps, outi_ns;
  reg [5:0] ini_ps,  ini_ns;
  localparam [5:0] OUT_LAST = N_OUT-1;
  localparam [5:0] IN_LAST  = N_IN-1;
  always @(posedge clk or negedge rst_n) begin
    if(!rst_n) begin
      outi_ps <= 6'd0;
      ini_ps  <= 6'd0;
    end else begin
      outi_ps <= outi_ns;
      ini_ps  <= ini_ns;
    end
  end
  always @(*) begin
    outi_ns = outi_ps;
    ini_ns  = ini_ps;
    if (clr_all) begin
      outi_ns = 6'd0;
      ini_ns  = 6'd0;
    end
    if (acc_init) begin
      ini_ns = 6'd0;
    end
    if (acc_step && (ini_ps != IN_LAST)) begin
      ini_ns = ini_ps + 6'd1;
    end
    if (next_out && (outi_ps != OUT_LAST)) begin
      outi_ns = outi_ps + 6'd1;
    end
  end
  assign outi     = outi_ps;
  assign ini      = ini_ps;
  assign ini_last = (ini_ps  == IN_LAST);
  assign out_last = (outi_ps == OUT_LAST);
endmodule
`timescale 1ns/1ps
module lif_ctl(
  input  wire clk,
  input  wire rst_n,
  input  wire start,
  input  wire ini_last,
  input  wire out_last,
  input  wire fired,
  output wire done,
  output wire clr_all,
  output wire acc_init,
  output wire acc_step,
  output wire wr1,
  output wire wr0,
  output wire next_out
);
  reg [3:0] st_ps, st_ns;
  localparam [3:0]
    S0  = 4'd0,    
    S1  = 4'd1,    
    S2  = 4'd2,    
    S3  = 4'd3,    
    S10 = 4'd10,   
    S11 = 4'd11,   
    S12 = 4'd12,   
    S4  = 4'd4,    
    S5  = 4'd5;    
  always @(posedge clk or negedge rst_n) begin
    if(!rst_n) st_ps <= S0;
    else       st_ps <= st_ns;
  end
  always @* begin
    st_ns = st_ps;
    case(st_ps)
      S0:  st_ns = start    ? S1  : S0;
      S1:  st_ns = S2;
      S2:  st_ns = S3;
      S3:  st_ns = ini_last ? S10 : S3;
      S10: st_ns = fired    ? S11 : S12;
      S11: st_ns = S4;
      S12: st_ns = S4;
      S4:  st_ns = out_last ? S5  : S2;
      S5:  st_ns = S0;
      default: st_ns = S0;
    endcase
  end
  assign clr_all  = (st_ps == S1);
  assign acc_init = (st_ps == S2);
  assign acc_step = (st_ps == S3);
  assign wr1      = (st_ps == S11);
  assign wr0      = (st_ps == S12);
  assign next_out = (st_ps == S4);
  assign done     = (st_ps == S5);
endmodule
`timescale 1ns/1ps
module lif_dp #(
  parameter integer N_OUT = 30,
  parameter WEIGHT_FILE = "fc1_w_q44_int8.mem"
)(
  input  wire             clk,
  input  wire             rst_n,
  input  wire [29:0]      spikes_in_bits,
  input  wire [5:0]       outi_ps,
  input  wire [5:0]       ini_ps,
  input  wire             clr_all,
  input  wire             acc_init,
  input  wire             acc_step,
  input  wire             wr1,
  input  wire             wr0,
  output wire             fired,
  output wire [N_OUT-1:0] spikes_out_bits
);
  localparam integer THR_Q44     = 14;
  localparam integer DECAY_SHIFT = 4;
  reg signed [7:0] wmem [0:(N_OUT*30)-1];
  initial begin
    $readmemh(WEIGHT_FILE, wmem);
  end
  reg signed [23:0] acc_ps, acc_ns;
  reg [N_OUT-1:0]   spk_ps, spk_ns;
  reg signed [23:0] mem [0:N_OUT-1];
  integer k;
  assign spikes_out_bits = spk_ps;
  wire signed [23:0] mem_cur   = mem[outi_ps];
  wire signed [23:0] mem_decay = mem_cur - (mem_cur >>> DECAY_SHIFT);
  wire signed [23:0] mem_plus  = mem_decay + acc_ps;
  assign fired = (mem_plus >= THR_Q44);
  always @(posedge clk or negedge rst_n) begin
    if(!rst_n) begin
      acc_ps <= 24'sd0;
      spk_ps <= {N_OUT{1'b0}};
      for(k=0; k<N_OUT; k=k+1) mem[k] <= 24'sd0;
    end else begin
      acc_ps <= acc_ns;
      spk_ps <= spk_ns;
      if (wr1)      mem[outi_ps] <= mem_plus - THR_Q44;
      else if (wr0) mem[outi_ps] <= mem_plus;
    end
  end
  reg signed [7:0] w8;
  always @* begin
    acc_ns = acc_ps;
    spk_ns = spk_ps;
    if (clr_all) begin
      acc_ns = 24'sd0;
      spk_ns = {N_OUT{1'b0}};
    end
    if (acc_init) begin
      acc_ns = 24'sd0;
    end else if (acc_step) begin
      w8 = wmem[outi_ps*30 + ini_ps];
      if (spikes_in_bits[ini_ps])
        acc_ns = acc_ps + {{16{w8[7]}}, w8};
    end
    if (wr1)      spk_ns[outi_ps] = 1'b1;
    else if (wr0) spk_ns[outi_ps] = 1'b0;
  end
endmodule
`timescale 1ns/1ps
module lif_eng #(
  parameter integer N_OUT = 30,
  parameter WEIGHT_FILE = "fc1_w_q44_int8.mem"
)(
  input  wire             clk,
  input  wire             rst_n,
  input  wire             start,
  input  wire [29:0]      spikes_in_bits,
  output wire             done,
  output wire [N_OUT-1:0] spikes_out_bits
);
  wire ini_last, out_last, fired;
  wire clr_all, acc_init, acc_step, wr1, wr0, next_out;
  wire [5:0] outi_ps, ini_ps;
  lif_ctl U_CTL(
    .clk(clk), .rst_n(rst_n), .start(start),
    .ini_last(ini_last), .out_last(out_last), .fired(fired),
    .done(done),
    .clr_all(clr_all), .acc_init(acc_init), .acc_step(acc_step),
    .wr1(wr1), .wr0(wr0), .next_out(next_out)
  );
  lif_cnt #(.N_OUT(N_OUT)) U_CNT(
    .clk(clk), .rst_n(rst_n),
    .clr_all(clr_all), .acc_init(acc_init), .acc_step(acc_step), .next_out(next_out),
    .outi(outi_ps), .ini(ini_ps),
    .ini_last(ini_last), .out_last(out_last)
  );
  lif_dp #(.N_OUT(N_OUT), .WEIGHT_FILE(WEIGHT_FILE)) U_DP(
    .clk(clk), .rst_n(rst_n),
    .spikes_in_bits(spikes_in_bits),
    .outi_ps(outi_ps), .ini_ps(ini_ps),
    .clr_all(clr_all), .acc_init(acc_init), .acc_step(acc_step),
    .wr1(wr1), .wr0(wr0),
    .fired(fired),
    .spikes_out_bits(spikes_out_bits)
  );
endmodule
`timescale 1ns/1ps
module net_ctl(
  input  wire clk,
  input  wire rst_n,
  input  wire go,
  input  wire d1,
  input  wire d2,
  input  wire d3,
  output wire st1,
  output wire st2,
  output wire st3,
  output wire done
);
  reg [3:0] t_ps, t_ns;
  assign st1  = (t_ps == 4'd1);
  assign st2  = (t_ps == 4'd3);
  assign st3  = (t_ps == 4'd5);
  assign done = (t_ps == 4'd7);
  always @(posedge clk or negedge rst_n) begin
    if(!rst_n) t_ps <= 4'd0;
    else       t_ps <= t_ns;
  end
  always @* begin
    t_ns = t_ps;
    case(t_ps)
      4'd0: t_ns = go ? 4'd1 : 4'd0;
      4'd1: t_ns = 4'd2;
      4'd2: t_ns = d1 ? 4'd3 : 4'd2;
      4'd3: t_ns = 4'd4;
      4'd4: t_ns = d2 ? 4'd5 : 4'd4;
      4'd5: t_ns = 4'd6;
      4'd6: t_ns = d3 ? 4'd7 : 4'd6;
      4'd7: t_ns = 4'd0;
      default: t_ns = 4'd0;
    endcase
  end
endmodule
`timescale 1ns/1ps
module snn_ecg_net_mod(
  input  wire        clk,
  input  wire        rst_n,
  input  wire        start,
  input  wire [29:0] spikes_in_bits,
  output wire        done,
  output wire [4:0]  spikes_out_bits
);
  reg s1, s2;
  always @(posedge clk or negedge rst_n) begin
    if(!rst_n) begin s1<=1'b0; s2<=1'b0; end
    else begin s1<=start; s2<=s1; end
  end
  wire start_pulse = (s1 && !s2);
  wire [29:0] spk1, spk2;
  wire [4:0]  spk3;
  wire d1, d2, d3;
  assign spikes_out_bits = spk3;
  wire st1, st2, st3;
  net_ctl UTOP(
    .clk(clk), .rst_n(rst_n),
    .go(start_pulse),
    .d1(d1), .d2(d2), .d3(d3),
    .st1(st1), .st2(st2), .st3(st3),
    .done(done)
  );
  lif_eng #(.N_OUT(30), .WEIGHT_FILE("fc1_w_q44_int8.mem"))
  L1(.clk(clk), .rst_n(rst_n), .start(st1), .spikes_in_bits(spikes_in_bits), .done(d1), .spikes_out_bits(spk1));
  lif_eng #(.N_OUT(30), .WEIGHT_FILE("fc2_w_q44_int8.mem"))
  L2(.clk(clk), .rst_n(rst_n), .start(st2), .spikes_in_bits(spk1), .done(d2), .spikes_out_bits(spk2));
  lif_eng #(.N_OUT(5),  .WEIGHT_FILE("fc3_w_q44_int8.mem"))
  L3(.clk(clk), .rst_n(rst_n), .start(st3), .spikes_in_bits(spk2), .done(d3), .spikes_out_bits(spk3));
endmodule
```
**design/flow/run.sh**
```bash
#!/bin/bash
# OpenROAD 26Q1-2900-gdf79404cd8, Yosys 0.63+post, stock flow scripts
make -C /OpenROAD-flow-scripts/flow DESIGN_CONFIG=/design/flow/config.mk WORK_HOME=/design/flow/orfs finish
```
==> flow_summary.rst <==
Run summary
-----------

.. list-table::
   :header-rows: 1

   * - Metric
     - Value
   * - Outcome
     - complete, no violations
   * - Final setup violation count
     - 0
   * - Synthesized flop and latch total
     - 1638
   * - Iter 0 DRT Violations
     - 4223
   * - Gate count after technology mapping
     - 7717
   * - Clock transition at the registers of the reported paths
     - 60 ps
   * - Post-synth EDFFs
     - 0
   * - Number of hold buffers added after CTS
     - 0
   * - Tally of max-capacitance violations
     - 0
   * - Largest stage delay, worst path
     - 810 ps
   * - Areal power density over the cells
     - 71.8 nW/um2
   * - DRC violation count after routing
     - 0
   * - Area reported by Yosys stat
     - 78700 um2
   * - Final tally of max-slew violations
     - 0
   * - Cell area after synthesis
     - 78700 um2
   * - RSZ-0062 raised after global routing
     - no
   * - Gr busiest metal
     - met1
   * - Reg-to-Reg End
     - L2.U_DP.mem[163]
   * - Layout cell share with drive strength beyond 1
     - 14.4%
   * - Clock root cell
     - sky130_fd_sc_hd__clkbuf_16
   * - Internal reg-to-reg setup slack
     - 13440 ps
   * - Max H-tree Level
     - 4
   * - Core utilization at floorplan
     - 50.4%
   * - I/O pin count
     - 39
   * - Slew margin rel.
     - 35.0%
   * - Multi-input gate area in the final layout
     - 35200 um2
   * - Most used cell along the critical path
     - sky130_fd_sc_hd__buf_4
   * - Antenna-violating nets left
     - 0
   * - Vias in the first global route
     - 58700
   * - Chip Footprint
     - 159000 um2
   * - Initial antenna violation count
     - 0
   * - Startpoint of the tightest hold check path
     - s1
   * - Data required time at the worst endpoint
     - 21970 ps
   * - Crit path capture type
     - flip-flop
   * - Met2 track demand over resource in global routing
     - 44.6%
   * - Post-CTS setup-driven buffer insertion count
     - 0
   * - Clock buffer depth
     - 3
   * - Top cells by area
     - sky130_fd_sc_hd__dfrtp_1, sky130_fd_sc_hd__mux4_2, sky130_fd_sc_hd__nand2_1
   * - Capturing element of the worst setup path
     - L2.U_DP.mem[163]
   * - Sequential standard cell area
     - 41000 um2
   * - Horizontal die dimension
     - 399 um
   * - CP Data Arrival Time
     - 8530 ps
   * - Worst-case reg-to-reg path depth
     - 18
   * - Height of the die
     - 399 um
   * - Placeable Area
     - 156000 um2
   * - Cts bufs inserted
     - 175
   * - Cell Rows
     - 145
   * - Fraction of registers with async set/reset
     - 100%
   * - Maximum achievable frequency
     - 0.127 GHz
   * - Clock sinks
     - 1638
   * - Transition time of the tightest slew-check pin
     - 972 ps
   * - FF-to-FF Start
     - L2.U_CNT.outi[0]
   * - Maximum number of pins on one net before global-route repair
     - 129
   * - Top non-seq family
     - AND-OR/OR-AND gates
   * - Overflow left after global routing
     - 0
   * - Fin crit share
     - 36.9%
   * - Layout fillers
     - 13100
   * - Hold WC Path Type
     - reg -> reg
   * - Count of cells along the worst hold path
     - 0
   * - Met1 Track Usage GR
     - 46.5%
   * - Clock latency at the later pin of the worst-skew pair
     - 830 ps
   * - Total number of yosys warnings
     - 0
   * - OpenROAD warning count
     - 87
   * - Total Routed Length
     - 222000 um
   * - Launching element of the worst setup path
     - L2.U_CNT.outi[0]
   * - Basic-gate share of the synthesized area counting and, or, nand and nor cells
     - 13.2%
   * - Fin. Hold Viols
     - 0
   * - IO Port Bufs
     - 8
   * - Detailed-router iteration count before antenna repair
     - 6
   * - Category of the most critical setup path
     - reg -> reg
   * - Aggregate negative setup slack
     - 0 ps
   * - Gp weighted congestion
     - 0.931
   * - Adder-cell share of the synthesized area
     - 1.47%
   * - Standard cell with the maximum stage delay on the critical path
     - sky130_fd_sc_hd__dfrtp_4
   * - Kind of start point of the critical path
     - flip-flop
   * - Per-instance average area after synthesis
     - 10.2 um2
   * - Area delta synth->final
     - 10.3%
   * - Gates resized, CTS repair
     - 0
   * - Wire length of the first global-routing pass
     - 351000 um
   * - Post-route cell area
     - 86800 um2
   * - Via count
     - 57800
   * - WL/cell
     - 23.1 um
   * - TritonCTS clock tree
     - yes
   * - Mean number of vias per cell
     - 6.00
   * - Cell type with the largest total area
     - sky130_fd_sc_hd__dfrtp_1
   * - Mux contribution to synthesized area
     - 13.2%
   * - AND-OR/OR-AND Cells, Area Fraction
     - 15.2%
   * - Number of cell instances after yosys synthesis
     - 7717
   * - Shortest period the worst path allows
     - 7860 ps
   * - Area share of xor/xnor cells in the synthesized design
     - 1.10%
   * - Number of distinct library cells after synthesis
     - 93
   * - Worst setup skew after layout
     - 47.9 ps
   * - Static power due to leakage
     - 37.6 nW
   * - Share of synthesized area occupied by flip-flops and latches
     - 52.1%
   * - Portion of synthesized cell area occupied by the leading cell type
     - 51.9%
   * - Met3 demand-to-capacity share in global routing
     - 12.0%
   * - Main synth FF type
     - sky130_fd_sc_hd__dfrtp_1
   * - Maximum vdd drop
     - 0.0000851 V
   * - Series of cell instances along the critical path
     - buf_4 > buf_4 > buf_4 > mux4_2 > a22oi_1 > nand2_1 > nor4_1 > ha_1 > a21o_1 > a211oi_2 > nor2_1 > or3_1 > a221oi_4 > nand3_2 > nor3b_1 > xnor2_2 > buf_4 > o21ai_1
   * - Global-route usage over all layers
     - 30.7%
   * - Area post-placement
     - 81000 um2
   * - Worst-path maximum fanout
     - 32
   * - DPL Wire Length
     - 130000 um
-- where the power goes --
part	total [mW]	switching [mW]	leakage (nW)	internal (mW)
Combinational	0.0649	0.0601	11.8	0.00476
Sequential	3.11	0.0000710	22.9	3.11
Clock	3.06	1.30	2.85	1.76
Total	6.24	1.36	37.6	4.88
-- cell usage in the layout, fill, tap and decap left out, types with 31 or more instances in the layout --
cell type / Yosys / final
sky130_fd_sc_hd__a21o_1: 37 / 37
sky130_fd_sc_hd__a21oi_1: 201 / 201
sky130_fd_sc_hd__a221oi_1: 31 / 31
sky130_fd_sc_hd__a22oi_1: 158 / 158
sky130_fd_sc_hd__and2_1: 85 / 84
sky130_fd_sc_hd__and3_1: 37 / 37
sky130_fd_sc_hd__and4_1: 32 / 32
sky130_fd_sc_hd__buf_4: 0 / 198
sky130_fd_sc_hd__clkbuf_1: 588 / 47
sky130_fd_sc_hd__clkbuf_16: 0 / 175
sky130_fd_sc_hd__clkbuf_8: 0 / 48
sky130_fd_sc_hd__dfrtp_1: 1634 / 1628
sky130_fd_sc_hd__ha_1: 88 / 88
sky130_fd_sc_hd__inv_1: 109 / 109
sky130_fd_sc_hd__mux2_2: 112 / 112
sky130_fd_sc_hd__mux2i_1: 140 / 138
sky130_fd_sc_hd__mux4_2: 342 / 342
sky130_fd_sc_hd__nand2_1: 1676 / 1619
sky130_fd_sc_hd__nand2_2: 0 / 57
sky130_fd_sc_hd__nand3_1: 64 / 63
sky130_fd_sc_hd__nor2_1: 256 / 251
sky130_fd_sc_hd__nor3_1: 37 / 34
sky130_fd_sc_hd__nor4_1: 85 / 85
sky130_fd_sc_hd__o21a_1: 38 / 38
sky130_fd_sc_hd__o21ai_0: 1131 / 1130
sky130_fd_sc_hd__o21ai_1: 289 / 289
sky130_fd_sc_hd__xor2_1: 48 / 35
-- kinds of logic (layout without fill, tap and decap cells) --
kind of cell | Yosys count | count (layout)
AOI/OAI and AO/OA | 2085 | 2085
adders and majority gates | 91 | 91
xor gates and xnor gates | 98 | 98
muxes | 594 | 594
buffers and inverters | 784 | 640
DFF | 1638 | 1638
and+or+nand+nor | 2427 | 2427
other | 0 | 2
-- critical path, delay by kind of cell, from the launching register on --
kind / cells / cell delay (ps)
compound gates: 5 / 1340
xor+xnor: 1 / 160
fa+ha+maj: 1 / 440
buf+inv: 4 / 2140
flops: 1 / 810
mux: 1 / 580
simple gates: 6 / 2170
-- cells in the mapped netlist, drive strengths merged, types with 8 or more instances --
master and n:
nor4 85, nand2 1676, mux2 112, a211o 8, nor2 256, nor3b 19, nand2b 30, o21a 38
mux2i 140, and4 32, o221ai 17, xor2 49, a2111oi 8, a22oi 158, o211ai 14, nor3 37
ha 88, buf 87, nand4 24, clkbuf 588, a221oi 33, or2 10, mux4 342, o21ai 1420
a211oi 25, inv 109, a21o 37, nand3b 10, and2 85, a21oi 202, xnor2 49, a31oi 9
o31ai 10, or3 14, nand3 65, dfrtp 1634, o22ai 25, nor2b 27, and3 37
-- layer usage --
| layer | routed length (um) | up-vias |
|---|---|---|
| met5 | 76 | - |
| met4 | 6120 | 4 |
| met3 | 21800 | 381 |
| met2 | 100000 | 2012 |
| met1 | 93900 | 28600 |
| li1 | - | 26800 |
-- worst min-delay path by stage --
stage     end  slack, ps
4_1_cts    s2        390
5_1_grt    s2        410
6_report   s2        390
-- metrics by stage --
stage	setup WS, ps	hold WS (ps)	power [mW]	std cells	utilization (%)
2_1_floorplan	15490	355	3.17	7717	-
3_3_place_gp	12980	370	3.24	9314	51.8
3_5_place_dp	12950	375	3.24	9314	51.8
4_1_cts	13420	388	6.30	9631	55.6
5_1_grt	12820	406	6.42	9631	55.6
6_report	13440	389	6.24	9633	55.6
-- final cells by class --
| cell class | count | area share [%] |
|---|---|---|
| inverters | 109 | 0.471 |
| diodes | 2 | 0.00576 |
| clock buffers | 270 | 6.01 |
| flip-flops and latches | 1638 | 47.2 |
| clock inverters | 47 | 0.733 |
| repair buffers | 214 | 2.01 |
| multi-input cells | 5295 | 40.6 |
| well taps | 2058 | 2.96 |
-- sequential cells by signal, summed over array words and instances (netlist names), 8 cells and up, named ones only --
name and count:
L1.U_CTL.st_ps 9, L3.U_CTL.st_ps 9, L1.U_DP.mem 690, L3.U_DP.mem 115, L2.U_DP.mem 690, L2.U_CTL.st_ps 9
UTOP.t_ps 8
Power and IR drop assume default switching activity.
